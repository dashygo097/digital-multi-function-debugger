[flow/constraint.sdc]
current_design dac_engine

set clk_period 6.7
set clk_io_pct 0.2

create_clock -name clk0 -period $clk_period [get_ports {clk}]

set non_clock_inputs [all_inputs -no_clocks]
set_input_delay [expr $clk_period * $clk_io_pct] -clock clk0 $non_clock_inputs
set_output_delay [expr $clk_period * $clk_io_pct] -clock clk0 [all_outputs]
[flow/design.v]
parameter DRAM_TYPE = "DDR3";
parameter nCK_PER_CLK = 4;
parameter tCK = 2500;
parameter REG_CTRL = "OFF";
parameter DQ_WIDTH = 16;
parameter DRAM_WIDTH = 8;
parameter ECC = "OFF";
parameter RANK_WIDTH = 1;
parameter BANK_WIDTH = 3;
parameter ROW_WIDTH = 14;
parameter COL_WIDTH = 10;
parameter tRP = 12500;
parameter tRRD = 7500;
parameter tRTP = 7500;
parameter tRCD = 12500;
parameter tRC = 55000;
parameter tRAS = 37500;
parameter tFAW = 40000;
parameter tWTR = 7500;
parameter tCKE = 75000;
parameter tREFI = 7800000;
parameter tRFC = 160000;
parameter tDLLK = 512;
parameter BURST_MODE = "8";
parameter BURST_TYPE = "SEQ";
parameter CL = 5;
parameter CWL = 5;
parameter AL = "0";
parameter SLOT_0_CONFIG = 8'b00000001;
parameter SLOT_1_CONFIG = 8'b00000000;
parameter RTT_NOM = "40";
parameter RTT_WR = "OFF";
parameter USER_REFRESH = "OFF";
parameter ADDR_CMD_MODE = "1T";
parameter OUTPUT_DRV = "LOW";
parameter WDEPTH = 256;
parameter WDSIZE = 8;
parameter RDEPTH = 256;
parameter RDSIZE = 8;
parameter ASIZE = 8;
parameter RASIZE = 8;
parameter WDEPTH = 1024;
parameter WDSIZE = 16;
parameter RDEPTH = 2048;
parameter RDSIZE = 8;
parameter ASIZE = 10;
parameter RASIZE = 11;
parameter WDEPTH = 512;
parameter WDSIZE = 128;
parameter RDEPTH = 4096;
parameter RDSIZE = 16;
parameter AEMPT = 1;
parameter AFULL = 1;
parameter ASIZE = 9;
parameter RASIZE = 12;
parameter WDEPTH = 4096;
parameter WDSIZE = 16;
parameter RDEPTH = 512;
parameter RDSIZE = 128;
parameter AEMPT = 1;
parameter AFULL = 1;
parameter ASIZE = 12;
parameter RASIZE = 9;
module dac_engine (
    input wire clk,
    input wire rst_n,
    input wire dds_enable,
    input wire [31:0] frequency,
    input wire [7:0] amplitude,
    input wire wave_wr_pulse,
    input wire [7:0] wave_data,
    output wire dac_clk,
    output wire [7:0] dac_out,
    output wire waveform_ready
);
  localparam PHASE_WIDTH = 32;
  localparam WAVE_POINTS = 256;
  localparam INDEX_WIDTH = 8;
  reg [7:0] waveform_memory[0:WAVE_POINTS-1];
  reg [INDEX_WIDTH-1:0] write_address;
  reg ready_flag;
  reg wave_wr_pulse_reg;
  wire wave_wr_pulse_en = wave_wr_pulse && ~wave_wr_pulse_reg;
  always @(posedge clk or posedge rst_n) begin
    if (rst_n) begin
      wave_wr_pulse_reg <= 0;
    end else begin
      wave_wr_pulse_reg <= wave_wr_pulse;
    end
  end
  always @(posedge clk or negedge rst_n) begin
    if (!rst_n) begin
      write_address <= 0;
      ready_flag <= 0;
    end else if (wave_wr_pulse_en) begin
      waveform_memory[write_address] <= wave_data;
      if (write_address == WAVE_POINTS - 1) begin
        write_address <= 0;
        ready_flag <= 1;
      end else begin
        write_address <= write_address + 1'b1;
      end
    end
  end
  assign waveform_ready = ready_flag;
  reg  [PHASE_WIDTH-1:0] phase_accumulator;
  wire [INDEX_WIDTH-1:0] read_address;
  always @(posedge clk or negedge rst_n) begin
    if (!rst_n) begin
      phase_accumulator <= 0;
    end else if (dds_enable && waveform_ready) begin
      phase_accumulator <= phase_accumulator + frequency;
    end
  end
  assign read_address = phase_accumulator[31:24];
  reg [7:0] waveform_output;
  always @(posedge clk or negedge rst_n) begin
    if (!rst_n) begin
      waveform_output <= 0;
    end else if (dds_enable && waveform_ready) begin
      waveform_output <= waveform_memory[read_address];
    end
  end
  reg [15:0] amplitude_scaled;
  always @(posedge clk or negedge rst_n) begin
    if (!rst_n) begin
      amplitude_scaled <= 0;
    end else begin
      amplitude_scaled <= waveform_output * amplitude;
    end
  end
  assign dac_out = amplitude_scaled[15:8];
  assign dac_clk = dds_enable ? clk : 1'b0;
endmodule
[flow/config.mk]
export PLATFORM = sky130hd
export DESIGN_NAME = dac_engine
export DESIGN_NICKNAME = dac_engine
export VERILOG_FILES = /design/flow/design.v
export SDC_FILE = /design/flow/constraint.sdc
export NUM_CORES = 4
export LEC_CHECK = 1
export CORE_UTILIZATION = 30
[flow/run.sh]
#!/bin/bash
# OpenROAD 26Q1-2900-gdf79404cd8, Yosys 0.63+post, stock flow scripts
make -C /OpenROAD-flow-scripts/flow DESIGN_CONFIG=/design/flow/config.mk WORK_HOME=/design/flow/orfs finish
==> results.yml <==
# yosys + openroad results
outcome:
  status: "finished with violations"
  violations: "max-capacitance violations, max-slew violations"
final_layout:
  reg.largest.list: "waveform_memory x2048, phase_accumulator x32"
  area_growth_pct: 21.8
  top_register: "waveform_memory"
  drive_gt1_share_pct: 20.0
  utilization_pct: 36.7
  fill_cells: 25766
  combGateArea_sq_um: 19000
  regArea_sq_um: 63000
  largest_reg_flops: 2048
timing:
  slew_viol_final: 8
  setup_viol: 0
  tns_ns: 0
  grt_setup_unrepaired: "false"
  post-route-min-period_ns: 5.75
  fin_worst_skew_ns: 0.0812
  fmax_mhz: 174
  hold_violations: 0
  fin_crit_sh_pct: 85.9
  relSlewSlack_pct: -6.31
  worst_pin_slew_ns: 1.59
logic_synthesis:
  avgSynthCellArea_sq_um: 15.9
  syn_inst: 5252
  ys_cells: 5252
  synth-seq-cells: 2106
  async_flop_share_pct: 2.75
  edf_count: 2048
  yosys.stat.seqShare_pct: 75.6
  top_cell_area_share_pct: 73.8
  top_area_cell: "edfxtp_1"
  yosysWarnings: 2
  top_cells_by_area: "edfxtp_1 74%, a22oi_1 4.3%, a32oi_1 2.0%"
  synthesis.area_sq_um: 83300
  ys_area_sq_um: 83300
  synth.distinct_cells: 83
  flop_cell: "edfxtp_1"
cts:
  post_cts_resized: 0
  worstSkewPairLatency_ns: 1.11
  cts_tree: "done"
  post_cts_buffers: 0
  clk_pin_slew_ns: 0.06
  cts_hold_buf: 0
setup_path:
  endpoint_kind: "register"
  path_class: "register to register"
  cp.arrival_ns: 6.66
  start_kind: "register"
  path_max_fanout: 32
  reg2regPathDepth: 12
  crit_path_start: "phase_accumulator[25]$_DFFE_PN0P_"
  critPathRequiredTime_ns: 7.60
  timing.rr.start: "phase_accumulator[25]$_DFFE_PN0P_"
power:
  p_seq_share_pct: 50.8
  comb_power_share_pct: 2.3
  clkPwrFrac_pct: 46.9
  p_leak_nw: 32.5
  power.internal_mw: 22.2
  sw_frac_of_total_pct: 22.4
  p_sw_mw: 6.39
  power_density_nw_per_um2: 282
  vdd_ir_drop_max_mv: 0.248
hold_path:
  hp-class: "input pin to asynchronous set/reset pin"
drt:
  vias_per_cell: 6.38
  drt-wirelength-per-cell_microns: 57.8
  drc: 0
  first_pass_iters: 8
  ant_nets: 0
  drtIter0Drc: 6819
  vias: 63283
  wl_microns: 573000
place:
  port_buffers: 61
  place_congestion: 1.15
  dp_hpwl_microns: 401000
job:
  max-cap-violations: 2
  warning_count: 35
die:
  die_h_microns: 529
  die_area_sq_um: 280000
  die_x_microns: 529
  core_sq_um: 276000
  initCoreUtil_pct: 30.2
  core.rowCount: 193
  io_pins: 62
grt:
  track_usage_pct: 43.8
  grt_pass1_vias: 62185
  antenna_found_initial: 77
  overflow: 0
  grt_pass1_wl_microns: 712000
  grt_max_degree: 111
-- logic make-up (layout without fill, tap and decap cells) --
kind of cell / count (synthesis) / count (layout) / synth area share, %
flops: 2106 / 2106 / 75.6
other cells: 0 / 88 / 0
compound gates: 1380 / 1380 / 12.5
fa+ha+maj: 104 / 104 / 1.89
buf+inv: 426 / 1297 / 2.29
simple gates: 1194 / 1194 / 7.28
mux: 9 / 9 / 0.110
xor+xnor: 33 / 33 / 0.347
-- per-stage QoR --
stage / total power [mW] / instance area (sq um) / hold slack [ns] / std cells / setup slack, ns
final: 28.6 / 101000 / 0.190 / 9916 / 0.946
after global routing: 29.1 / 101000 / 0.214 / 9867 / 1.19
after CTS: 28.6 / 101000 / 0.184 / 9828 / 1.22
after detailed placement: 15.4 / 93500 / 0.471 / 9387 / 0.565
after global placement: 15.4 / 93500 / 0.467 / 9387 / 0.473
after floorplan: 14.9 / 83300 / 0.450 / 5252 / 1.83
-- power groups by stage --
stage,clock (mW),combinational (mW),sequential (mW)
6_report,13.4,0.659,14.5
4_1_cts,13.4,0.630,14.5
5_1_grt,13.9,0.653,14.5
-- cells in the mapped netlist (all sizes together) (9+ instances only) --
master	count
nand2b	11
nor4bb	11
or3	11
o22ai	168
a32oi	187
clkbuf	184
a2111oi	9
dfrtp	58
nor4	70
a221oi	70
nor3	36
a32o	16
edfxtp	2048
o21ai	78
a222oi	66
nand2	165
a21oi	97
fa	36
nor2	420
nor4b	11
and4b	9
a22oi	477
and3	34
xnor2	23
xor2	10
nand4bb	10
buf	179
or4	22
nand4	82
a31oi	24
inv	63
and2	58
nand4b	10
a22o	84
a21o	13
nand3	190
ha	68
nor2b	11
and4	9
o211ai	12
-- final cells by class --
cell class                      count  share of cell area [%]
Clock buffer                      285                    6.13
Sequential cell                  2106                    62.1
Clock inverter                    157                    1.55
Multi-Input combinational cell   2720                    18.8
Antenna cell                       88                   0.217
Tap cell                         3705                    4.57
Inverter                           63                   0.233
Timing Repair Buffer              792                    6.48
-- worst max-delay path, stage by stage, from the launching register on --
cell	delay (ns)
dfrtp_2	0.80
buf_4	0.35
nor4b_2	0.09
buf_12	0.22
buf_4	0.33
a22oi_1	0.62
o22ai_1	0.23
or4_1	0.71
nor4_1	0.64
nand4_1	0.56
nor4_1	0.60
buf_4	0.25
a31oi_1	0.08
-- worst paths after layout --
check | endpoint | slack (ns)
min in group clk0 | phase_accumulator[0]$_DFFE_PN0P_ | 0.48
hold / removal | write_address[2]$_DFFE_PN0P_ | 0.19
hold reg to reg | phase_accumulator[0]$_DFFE_PN0P_ | 0.48
setup reg to reg | waveform_output[0]$_DFFE_PN0P_ | 0.95
max in group asynchronous | waveform_output[3]$_DFFE_PN0P_ | 5.47
setup / recovery | waveform_output[0]$_DFFE_PN0P_ | 0.95
-- routing by layer --
metal | up-vias | GRT usage, % | routed length, microns
met2 | 6608 | 55.5 | 229000
li1 | 23115 | - | -
met5 | - | 22.0 | 7260
met1 | 31738 | 42.0 | 166000
met4 | 111 | 34.3 | 57900
met3 | 1711 | 39.1 | 113000
-- cells in the final DEF (no fill, tap or decap), drive strengths merged, types with 12 or more instances in the layout --
cell type and count:
a21o 13, a21oi 97, a221oi 70, a222oi 66
a22o 84, a22oi 477, a31oi 24, a32o 16
a32oi 187, and2 58, and3 34, buf 741
bufinv 26, clkbuf 284, clkdlybuf4s50 52, clkinv 116
dfrtp 58, diode 88, edfxtp 2048, fa 36
ha 68, inv 69, nand2 165, nand3 190
nand4 82, nor2 420, nor3 36, nor4 70
o211ai 12, o21ai 78, o22ai 168, or4 22
xnor2 23
Power is estimated from default activity; no workload was simulated.
