[design.v]
parameter DRAM_TYPE = "DDR3";
parameter nCK_PER_CLK = 4;
parameter tCK = 2500;
parameter REG_CTRL = "OFF";
parameter DQ_WIDTH = 16;
parameter DRAM_WIDTH = 8;
parameter ECC = "OFF";
parameter RANK_WIDTH = 1;
parameter BANK_WIDTH = 3;
parameter ROW_WIDTH = 14;
parameter COL_WIDTH = 10;
parameter tRP = 12500;
parameter tRRD = 7500;
parameter tRTP = 7500;
parameter tRCD = 12500;
parameter tRC = 55000;
parameter tRAS = 37500;
parameter tFAW = 40000;
parameter tWTR = 7500;
parameter tCKE = 75000;
parameter tREFI = 7800000;
parameter tRFC = 160000;
parameter tDLLK = 512;
parameter BURST_MODE = "8";
parameter BURST_TYPE = "SEQ";
parameter CL = 5;
parameter CWL = 5;
parameter AL = "0";
parameter SLOT_0_CONFIG = 8'b00000001;
parameter SLOT_1_CONFIG = 8'b00000000;
parameter RTT_NOM = "40";
parameter RTT_WR = "OFF";
parameter USER_REFRESH = "OFF";
parameter ADDR_CMD_MODE = "1T";
parameter OUTPUT_DRV = "LOW";
parameter WDEPTH = 256;
parameter WDSIZE = 8;
parameter RDEPTH = 256;
parameter RDSIZE = 8;
parameter ASIZE = 8;
parameter RASIZE = 8;
parameter WDEPTH = 1024;
parameter WDSIZE = 16;
parameter RDEPTH = 2048;
parameter RDSIZE = 8;
parameter ASIZE = 10;
parameter RASIZE = 11;
parameter WDEPTH = 512;
parameter WDSIZE = 128;
parameter RDEPTH = 4096;
parameter RDSIZE = 16;
parameter AEMPT = 1;
parameter AFULL = 1;
parameter ASIZE = 9;
parameter RASIZE = 12;
parameter WDEPTH = 4096;
parameter WDSIZE = 16;
parameter RDEPTH = 512;
parameter RDSIZE = 128;
parameter AEMPT = 1;
parameter AFULL = 1;
parameter ASIZE = 12;
parameter RASIZE = 9;
module sample_enable_div(
    input  wire        clk,
    input  wire        rst_n,
    input  wire        enable,
    input  wire [31:0] div_set,
    output reg         sample_pulse
);
    reg [31:0] cnt;
    always @(posedge clk or negedge rst_n) begin
        if(!rst_n) begin
            cnt<=0; sample_pulse<=0;
        end else if(!enable) begin
            cnt<=0; sample_pulse<=0;
        end else begin
            if(cnt>=div_set) begin
                cnt<=0; 
                sample_pulse<=1'b1;
            end else begin
                cnt<=cnt+1'b1; 
                sample_pulse<=1'b0;
            end
        end
    end
endmodule
module bitpack16x4(
    input  wire        clk,
    input  wire        rst_n,
    input  wire        start,            
    input  wire [31:0] sample_cycles,    
    input  wire        samp_vld,         
    input  wire [3:0]  din,              
    output reg         out_valid,
    output reg [15:0]  out_word,
    input  wire        out_full,         
    output reg         busy,
    output reg         done
);
    localparam IDLE=0, RUN=1, FLUSH=2, DONE=3;
    reg [1:0]  st;
    reg [15:0] sh0, sh1, sh2, sh3;
    reg [3:0]  step_idx;                
    reg [31:0] left_cycles;             
    reg [15:0] out0, out1, out2, out3;
    reg [1:0]  flush_idx;                
    wire block_ready = (step_idx == 4'd15);
    wire last_block  = (left_cycles == 32'd0);
    wire tail_block  = (last_block && (step_idx != 4'd0));
    wire no_tail     = (last_block && (step_idx == 4'd0));
    task prepare_flush_words;
        input is_tail;                   
        reg [4:0] shift_amt;
    begin
        shift_amt = is_tail ? (5'd16 - {1'b0,step_idx}) : 5'd0;
        out0 = (shift_amt==0) ? sh0 : (sh0 << shift_amt);
        out1 = (shift_amt==0) ? sh1 : (sh1 << shift_amt);
        out2 = (shift_amt==0) ? sh2 : (sh2 << shift_amt);
        out3 = (shift_amt==0) ? sh3 : (sh3 << shift_amt);
        flush_idx = 2'd0;
    end
    endtask
    always @(posedge clk or negedge rst_n) begin
        if(!rst_n) begin
            st<=IDLE; busy<=0; done<=0; out_valid<=0; out_word<=0;
            sh0<=0; sh1<=0; sh2<=0; sh3<=0; step_idx<=0; left_cycles<=0;
            out0<=0; out1<=0; out2<=0; out3<=0; flush_idx<=0;
        end else begin
            out_valid<=0; done<=0;
            case(st)
            IDLE: begin
                busy<=0; step_idx<=0;
                sh0<=0; sh1<=0; sh2<=0; sh3<=0;
                if(start) begin
                    busy<=1;
                    left_cycles <= sample_cycles;
                    st<=RUN;
                end
            end
            RUN: begin
                if(samp_vld && (left_cycles!=0)) begin
                    sh0 <= {sh0[14:0], din[0]};
                    sh1 <= {sh1[14:0], din[1]};
                    sh2 <= {sh2[14:0], din[2]};
                    sh3 <= {sh3[14:0], din[3]};
                    step_idx    <= step_idx + 1'b1;
                    left_cycles <= left_cycles - 1'b1;
                end
                if(block_ready && samp_vld) begin
                    prepare_flush_words(1'b0);
                    st <= FLUSH;
                end else if(tail_block) begin
                    prepare_flush_words(1'b1);
                    st <= FLUSH;
                end else if(no_tail) begin
                    st <= DONE;
                end
            end
            FLUSH: begin
                if(!out_full) begin
                    out_valid <= 1'b1;
                    case(flush_idx)
                        2'd0: out_word <= out0;
                        2'd1: out_word <= out1;
                        2'd2: out_word <= out2;
                        2'd3: out_word <= out3;
                    endcase
                    if(flush_idx == 2'd3) begin
                        sh0<=0; sh1<=0; sh2<=0; sh3<=0; step_idx<=0;
                        if(last_block) st <= DONE;
                        else           st <= RUN;
                    end
                    flush_idx <= flush_idx + 1'b1;
                end
            end
            DONE: begin
                busy<=0; done<=1; st<=IDLE;
            end
            endcase
        end
    end
endmodule
module sync_fifo16 #(
    parameter AW = 10   
)(
    input  wire        clk,
    input  wire        rst_n,
    input  wire        wr_en,
    input  wire [15:0] wr_data,
    output wire        full,
    input  wire        rd_en,
    output reg  [15:0] rd_data,
    output wire        empty,
    output wire [AW:0] level
);
    localparam DEPTH = (1<<AW);
    reg [15:0] mem [0:DEPTH-1];
    reg [AW-1:0] wptr, rptr;
    reg [AW:0]   cnt;
    assign full  = (cnt == DEPTH);
    assign empty = (cnt == 0);
    assign level = cnt;
    always @(posedge clk or negedge rst_n) begin
        if(!rst_n) begin
            wptr<=0; rptr<=0; cnt<=0; rd_data<=0;
        end else begin
            if(wr_en && !full) begin
                mem[wptr] <= wr_data;
                wptr <= wptr + 1'b1;
                cnt  <= cnt + 1'b1;
            end
            if(rd_en && !empty) begin
                rd_data <= mem[rptr];
                rptr <= rptr + 1'b1;
                cnt  <= cnt - 1'b1;
            end
        end
    end
endmodule
module quadcap_levelparam_top #(
    parameter FIFO_AW     = 10,    
    parameter DIV_DEFAULT = 49,    
    parameter CYC_DEFAULT = 1600   
)(
    input  wire        clk,
    input  wire        rst_n,
    input  wire [3:0]  sig_in,             
    input  wire        enable_level,       
    input  wire [31:0] div_value,          
    input  wire [31:0] cycles_value,       
    input  wire        start_pulse_in,     
    input  wire        data_re_pulse,      
    input  wire        fifo_clr_pulse,     
    output reg         data_valid,         
    output reg  [15:0] data_word,          
    output wire        busy,               
    output reg         done,               
    output wire        empty,              
    output wire        full,               
    output wire [13:0] level,              
    output wire        irq                 
);
    reg        reg_enable;
    reg [31:0] reg_div;
    reg [31:0] reg_cycles;
    always @(posedge clk or negedge rst_n) begin
        if(!rst_n) begin
            reg_enable <= 1'b0;
            reg_div    <= DIV_DEFAULT;
            reg_cycles <= CYC_DEFAULT;
        end 
        else begin
            reg_enable <= enable_level;
            reg_div    <= div_value;
            reg_cycles <= cycles_value;
        end
    end
    wire samp_pulse;
    sample_enable_div u_div(
        .clk(clk), 
        .rst_n(rst_n),
        .enable(reg_enable),
        .div_set(reg_div),
        .sample_pulse(samp_pulse)
    );
    wire        bp_valid, bp_done, bp_busy;
    wire [15:0] bp_word;
    bitpack16x4 u_bp(
        .clk(clk), 
        .rst_n(rst_n),
        .start(start_pulse_in),           
        .sample_cycles(reg_cycles),
        .samp_vld(samp_pulse),
        .din(sig_in),
        .out_valid(bp_valid),
        .out_word(bp_word),
        .out_full(full),
        .busy(bp_busy),
        .done(bp_done)
    );
    wire [FIFO_AW:0] fifo_level;
    reg  fifo_rd_en;
    wire [15:0] fifo_rd_data;
    reg fifo_clr_d;
    always @(posedge clk or negedge rst_n) begin
        if(!rst_n) fifo_clr_d <= 1'b0;
        else       fifo_clr_d <= fifo_clr_pulse;
    end
    wire fifo_rst_n = rst_n & ~fifo_clr_d;
    sync_fifo16 #(.AW(FIFO_AW)) u_fifo (
        .clk(clk), .rst_n(fifo_rst_n),
        .wr_en (bp_valid && !full),
        .wr_data(bp_word),
        .full  (full),
        .rd_en (fifo_rd_en),
        .rd_data(fifo_rd_data),
        .empty (empty),
        .level (fifo_level)
    );
    assign level = {{(14-(FIFO_AW+1)){1'b0}}, fifo_level};
    reg pop_pending;
    always @(posedge clk or negedge rst_n) begin
        if(!rst_n) begin
            fifo_rd_en  <= 1'b0;
            pop_pending <= 1'b0;
            data_valid  <= 1'b0;
            data_word   <= 16'd0;
        end else begin
            fifo_rd_en  <= data_re_pulse & ~empty;
            data_valid  <= pop_pending;
            if(pop_pending) 
            data_word <= fifo_rd_data;
            pop_pending <= fifo_rd_en;
        end
    end
    assign busy = bp_busy;
    always @(posedge clk or negedge rst_n) begin
        if(!rst_n) done <= 1'b0;
        else if (start_pulse_in) done <= 1'b0;
        else if (bp_done)        done <= 1'b1;
    end
    assign irq = (~empty) | done;
endmodule
[run.sh]
#!/bin/bash
# OpenROAD 26Q1-2900-gdf79404cd8, Yosys 0.63+post, stock flow scripts
make -C /OpenROAD-flow-scripts/flow DESIGN_CONFIG=/design/flow/config.mk WORK_HOME=/design/flow/orfs finish
[config.mk]
export PLATFORM = sky130hd
export DESIGN_NAME = quadcap_levelparam_top
export DESIGN_NICKNAME = quadcap_levelparam_top
export VERILOG_FILES = /design/flow/design.v
export SDC_FILE = /design/flow/constraint.sdc
export NUM_CORES = 4
export LEC_CHECK = 1
export CORE_UTILIZATION = 50
[constraint.sdc]
current_design quadcap_levelparam_top

set clk_period 4.6
set clk_io_pct 0.2

create_clock -name clk0 -period $clk_period [get_ports {clk}]

set non_clock_inputs [all_inputs -no_clocks]
set_input_delay [expr $clk_period * $clk_io_pct] -clock clk0 $non_clock_inputs
set_output_delay [expr $clk_period * $clk_io_pct] -clock clk0 [all_outputs]
==> Slide: Implementation Results <==
Flow Results at a Glance

Logic synthesis
  – Mapped Cells: 35300
  – Post-synth top cells: edfxtp_1 (16400), a22oi_1 (6598), nand2_1 (1848)
  – Synthesis Warnings: 5
  – Main synth FF type: edfxtp_1
  – Fraction of registers with async set/reset: 0.0212
  – Top-area cell share: 0.797
  – Synthesized area per cell: 17.5 sq um
  – Yosys cell count: 35300
  – Top cells by area: edfxtp_1 (80%), a22oi_1 (8.0%), dfrtp_1 (1.4%)
  – EDFF count, synth: 16400
  – Cell with the most instances after synthesis: edfxtp_1
  – Yosys chip area: 617000 sq um
  – Sequential element share of the synthesized area: 0.812
  – Mapped Area: 617000 sq um
  – Dominant cell type by area after synthesis: edfxtp_1
  – Distinct cells, synth: 91
  – Post-synthesis register bit count: 16700

Global routing
  – GR Util All Layers: 1.30
  – First-pass GRT wire length: 8660000 microns
  – Largest net degree at the start of global routing: 138
  – Vias in the first global route: 632000
  – GRT overflow: 315000

Outcome
  – Status: did not finish
  – Exit stage: 5_1_grt
  – Tool error: [ERROR GRT-0116] Global routing finished with congestion. Check the congestion regions in the DRC Viewer.

CTS
  – Maximum buffer depth of the clock tree: 6
  – Sinks on Clock Net: 16700
  – Root buffer cell: clkbuf_16
  – CTS HTree Levels: 7
  – Num CTS Buffers: 1723

Placement
  – Post-DP HPWL: 5150000 microns
  – Port Buffers: 106
  – Dpl ws: -2.51 ns
  – Placed Cells: 62100
  – GP Congestion: 2.05

Floorplan
  – Die W: 1110 microns
  – # rows: 407
  – Io pins: 110
  – Die Height: 1110 microns
  – FP Util: 0.502
==> cells by family after synthesis <==
kind of cell	Yosys count	share of synthesized area
mux	96	0.00211
buf+inv	2029	0.0137
fa+ha+maj	59	0.00121
xor+xnor	61	0.000866
simple gates	7536	0.0614
compound gates	8804	0.109
flops	16700	0.812
other cells	1	0.00000608
==> metal layers <==
metal,GRT overflow,global-route usage
met4,17300,0.987
met1,119000,1.54
met3,24700,1.01
met5,2037,0.922
met2,153000,1.53
==> timing repair <==
| action | in CTS |
|---|---|
| hold buffers | 68 |
| endpoints found under the hold margin | 151 |
| cloned | 6 |
| endpoints found under the setup margin | 17 |
| pin swaps | 206 |
| gates resized | 807 |
| setup buffers | 266 |
==> metrics by stage <==
| step | util | TNS [ns] | power (W) | instance area (sq um) |
|---|---|---|---|---|
| after detailed placement | 0.642 | -42.18 | 0.168 | 789000 |
| after global placement | 0.640 | -49.48 | 0.168 | 786000 |
| after CTS | 0.691 | -13.00 | 0.300 | 850000 |
| after floorplan | - | -6508.60 | 0.168 | 617000 |
Power and IR drop assume default switching activity.
